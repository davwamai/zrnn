==> flow/config.mk <==
export PLATFORM = sky130hd
export DESIGN_NAME = paramul
export DESIGN_NICKNAME = paramul
export VERILOG_FILES = /design/flow/design.v
export SDC_FILE = /design/flow/constraint.sdc
export NUM_CORES = 4
export LEC_CHECK = 1
export CORE_UTILIZATION = 40
export SYNTH_HDL_FRONTEND = slang
==> flow/constraint.sdc <==
current_design paramul

set clk_period 27.4
set clk_io_pct 0.2

create_clock -name clk0 -period $clk_period

set non_clock_inputs [all_inputs -no_clocks]
set_input_delay [expr $clk_period * $clk_io_pct] -clock clk0 $non_clock_inputs
set_output_delay [expr $clk_period * $clk_io_pct] -clock clk0 [all_outputs]
==> flow/design.v <==
`timescale 1ns / 1ps
module booth_alg (
	input wire [31:0] multiplicand,
	input wire [31:0] multiplier,
	input wire sign,
	output wire [15:0] error_correction,
	output wire [33:0] PP0, PP1, PP2, PP3, PP4, PP5, PP6, PP7, 
		PP8, PP9, PP10, PP11, PP12, PP13, PP14, PP15,
	output wire [31:0] PP16
);
	assign error_correction[15:0] = {
		multiplier[31], multiplier[29], multiplier[27], multiplier[25],
		multiplier[23], multiplier[21], multiplier[19], multiplier[17],
		multiplier[15], multiplier[13], multiplier[11], multiplier[9],
		multiplier[7], multiplier[5], multiplier[3], multiplier[1]
	};
	booth_norm PPG0 (.multiplicand(multiplicand), .booth_R4({multiplier[1:0],1'b0}), .sign(sign), .PP(PP0));
	booth_norm PPG1 (.multiplicand(multiplicand), .booth_R4(multiplier[3:1]),        .sign(sign), .PP(PP1));
	booth_norm PPG2 (.multiplicand(multiplicand), .booth_R4(multiplier[5:3]),        .sign(sign), .PP(PP2));
	booth_norm PPG3 (.multiplicand(multiplicand), .booth_R4(multiplier[7:5]),        .sign(sign), .PP(PP3));
	booth_norm PPG4 (.multiplicand(multiplicand), .booth_R4(multiplier[9:7]),        .sign(sign), .PP(PP4));
	booth_norm PPG5 (.multiplicand(multiplicand), .booth_R4(multiplier[11:9]),       .sign(sign), .PP(PP5));
	booth_norm PPG6 (.multiplicand(multiplicand), .booth_R4(multiplier[13:11]),      .sign(sign), .PP(PP6));
	booth_norm PPG7 (.multiplicand(multiplicand), .booth_R4(multiplier[15:13]),      .sign(sign), .PP(PP7));
	booth_norm PPG8 (.multiplicand(multiplicand), .booth_R4(multiplier[17:15]),      .sign(sign), .PP(PP8));
	booth_norm PPG9 (.multiplicand(multiplicand), .booth_R4(multiplier[19:17]),      .sign(sign), .PP(PP9));
	booth_norm PPG10(.multiplicand(multiplicand), .booth_R4(multiplier[21:19]),      .sign(sign), .PP(PP10));
	booth_norm PPG11(.multiplicand(multiplicand), .booth_R4(multiplier[23:21]),      .sign(sign), .PP(PP11));
	booth_norm PPG12(.multiplicand(multiplicand), .booth_R4(multiplier[25:23]),      .sign(sign), .PP(PP12));
	booth_norm PPG13(.multiplicand(multiplicand), .booth_R4(multiplier[27:25]),      .sign(sign), .PP(PP13));
	booth_norm PPG14(.multiplicand(multiplicand), .booth_R4(multiplier[29:27]),      .sign(sign), .PP(PP14));
	booth_norm PPG15(.multiplicand(multiplicand), .booth_R4(multiplier[31:29]),      .sign(sign), .PP(PP15));
	booth_msb  PPG16(.multiplicand(multiplicand), .MSB(multiplier[31]),                    .sign(sign), .PP(PP16));
endmodule
`timescale 1ns / 1ps
module booth_msb (
	input wire [31:0] multiplicand,
	input wire MSB,
	input wire sign,
	output wire [31:0] PP
);
	assign PP = ((sign == 0) && (MSB == 1))? multiplicand : 32'b0;
endmodule
`timescale 1ns / 1ps
module booth_norm (
	input wire [31:0] multiplicand,
	input wire [2:0] booth_R4,
	input wire sign,
	output wire [33:0] PP
);
	wire [32:0] w;
assign w[32:0] = (booth_R4[1]^booth_R4[0] === 0)?
    ((booth_R4[2]^booth_R4[0] === 0)?0:{multiplicand[31:0], 1'b0}):
    ((sign === 0)?{1'b0, multiplicand[31:0]}:{multiplicand[31], multiplicand[31:0]});
genvar i;
generate
    for(i = 0;i <= 32; i = i+1) begin: inverse
        assign PP[i] = w[i]^booth_R4[2];
    end
endgenerate
assign PP[33] = (sign === 0)?booth_R4[2]:PP[32];
endmodule
`timescale 1ns / 1ps
module compress_tree (
	input wire [15:0] error_correction,
	input wire [33:0] PP0, PP1, PP2, PP3, PP4, PP5, PP6, PP7, 
		PP8, PP9, PP10, PP11, PP12, PP13, PP14, PP15,
	input wire [31:0] PP16,
	output wire [62:0] C,
	output wire [63:0] S
);
wire ZERO_BIT;
assign ZERO_BIT = 0;
wire[33:0] C11; wire[33:0] S11;
wire[33:0] C12; wire[33:0] S12;
wire[33:0] C13; wire[33:0] S13;
wire[33:0] C14; wire[33:0] S14;
wire[33:0] C21; wire[33:0] S21;
wire[37:0] C22; wire[37:0] S22;
wire[33:0] C23; wire[33:0] S23;
wire[33:0] C24; wire[33:0] S24;
wire[39:0] C31; wire[39:0] S31;
wire[38:0] C32; wire[38:0] S32;
wire[45:0] C41; wire[45:0] S41;
wire[45:0] C42; wire[45:0] S42;
wire[46:0] C51; wire[46:0] S51;
wire[56:0] C61; wire[56:0] S61;
wire[63:0] C71; wire[63:0] S71;
assign C = C71;
assign S = S71;
cs_adder #34 CSA13(
	.a({{4{PP0[33]}}, PP0[33:4]}), 
	.b({{2{PP1[33]}}, PP1[33:2]}), 
	.Cin(PP2[33:0]), 
	.Cout(C13), .sum(S13));
cs_adder #34 CSA23(
	.a(PP3[33:0]), 
	.b({C13[33], C13[33:1]}), 
	.Cin({{2{S13[33]}}, S13[33:2]}), 
	.Cout(C23), .sum(S23));
cs_adder #34 CSA14(
	.a({{4{PP4[33]}}, PP4[33:4]}), 
	.b({{2{PP5[33]}}, PP5[33:2]}), 
	.Cin(PP6[33:0]), 
	.Cout(C14), .sum(S14));
cs_adder #34 CSA24(
	.a({{2{PP7[33]}}, PP7[33:2]}), 
	.b(PP8[33:0]), 
	.Cin({{3{C14[33]}}, C14[33:3]}), 
	.Cout(C24), .sum(S24));
cs_adder #34 CSA11(
	.a({{4{PP9[33]}}, PP9[33:4]}), 
	.b({{2{PP10[33]}}, PP10[33:2]}), 
	.Cin(PP11[33:0]), 
	.Cout(C11), .sum(S11));
cs_adder #34 CSA21(
	.a(PP12[33:0]), 
	.b({C11[33], C11[33:1]}), 
	.Cin({{2{S11[33]}}, S11[33:2]}), 
	.Cout(C21), .sum(S21));
cs_adder #34 CSA12(
	.a({{4{PP13[33]}}, PP13[33:4]}), 
	.b({{2{PP14[33]}}, PP14[33:2]}), 
	.Cin(PP15[33:0]), 
	.Cout(C12), .sum(S12));
cs_adder #38 CSA22(
	.a({PP16[31:0], ZERO_BIT, error_correction[15], {PP13[3:0]}}), 
	.b({C12[32:0], ZERO_BIT, {PP14[1:0], {2{ZERO_BIT}}}}), 
	.Cin({S12[33:0], ZERO_BIT, error_correction[14], ZERO_BIT, error_correction[13]}), 
	.Cout(C22), .sum(S22));
cs_adder #40 CSA31(
	.a({{6{S21[33]}}, S21[33:0]}), 
	.b({C22[36:0], {3{ZERO_BIT}}}), 
	.Cin({S22[37:0], ZERO_BIT, error_correction[12]}), 
	.Cout(C31), .sum(S31));
cs_adder #39 CSA32(
	.a({C24[33:0], ZERO_BIT, {PP7[1:0], ZERO_BIT}, ZERO_BIT}), 
	.b({S24[33], S24[33:0], {C14[2:0]}, ZERO_BIT}), 
	.Cin({{5{S14[33]}}, S14[33:0]}), 
	.Cout(C32), .sum(S32));
cs_adder #46 CSA41(
	.a({{5{C21[33]}}, C21[33:0], ZERO_BIT, {C11[0], ZERO_BIT}, {PP9[3:0]}}), 
	.b({C31[38:0], ZERO_BIT, {S11[1:0]}, {PP10[1:0], {2{ZERO_BIT}}}}), 
	.Cin({S31[39:0], ZERO_BIT, error_correction[11], ZERO_BIT, error_correction[10], ZERO_BIT, error_correction[9]}), 
	.Cout(C41), .sum(S41));
cs_adder #46 CSA42(
	.a({{11{C23[33]}}, C23[33:0], ZERO_BIT}), 
	.b({{12{S23[33]}}, S23[33:0]}), 
	.Cin({C32[38:0], error_correction[6], ZERO_BIT, error_correction[5], ZERO_BIT, error_correction[4], ZERO_BIT, error_correction[3]}), 
	.Cout(C42), .sum(S42));
cs_adder #47 CSA51(
	.a({C42[45:0], ZERO_BIT}), 
	.b({{2{S32[38]}}, S32[38:0], {6{ZERO_BIT}}}), 
	.Cin({S42[45], S42[45:0]}), 
	.Cout(C51), .sum(S51));
cs_adder #57 CSA61(
	.a({C41[44:0], {7{ZERO_BIT}}, {PP4[3:0]}, ZERO_BIT}), 
	.b({S41[45:0], ZERO_BIT, error_correction[8], ZERO_BIT, error_correction[7], {2{ZERO_BIT}}, {PP5[1:0], {2{ZERO_BIT}}}, ZERO_BIT}), 
	.Cin({{10{C51[46]}}, C51[46:0]}), 
	.Cout(C61), .sum(S61));
cs_adder #64 CSA71(
	.a({C61[55:0], {2{ZERO_BIT}}, {C13[0], ZERO_BIT}, {PP0[3:0]}}), 
	.b({S61[56:0], ZERO_BIT, {S13[1:0]}, {PP1[1:0], {2{ZERO_BIT}}}}), 
	.Cin({{11{S51[46]}}, S51[46:0], ZERO_BIT, error_correction[2], ZERO_BIT, error_correction[1], ZERO_BIT, error_correction[0]}), 
	.Cout(C71), .sum(S71));
endmodule
`timescale 1ns / 1ps
module cs_adder(
	a, b, Cin, sum, Cout
);
parameter bits = 4;
input wire [bits-1:0] a;
input wire [bits-1:0] b;
input wire [bits-1:0] Cin;
output wire [bits-1:0] sum;
output wire [bits-1:0] Cout;
assign sum = a ^ b ^ Cin;
assign Cout = (a & b) | (a & Cin) | (b & Cin);
endmodule
`timescale 1ns / 1ps
module paramul (
	input wire [31:0] multiplier,
	input wire [31:0] multiplicand,
	input wire sign,
	output wire [63:0] product
);
	wire [33:0] PP0, PP1, PP2, PP3, PP4, PP5, PP6, PP7, 
		PP8, PP9, PP10, PP11, PP12, PP13, PP14, PP15;
	wire [31:0] PP16;
	wire [15:0] error_correction;
	wire [63:0] C;
	wire [63:0] S;
	booth_alg booth (.multiplier(multiplier), .multiplicand(multiplicand), 
		.sign(sign), .error_correction(error_correction), .PP0(PP0), .PP1(PP1),
		.PP2(PP2), .PP3(PP3), .PP4(PP4), .PP5(PP5), .PP6(PP6), .PP7(PP7), .PP8(PP8),
		.PP9(PP9), .PP10(PP10), .PP11(PP11), .PP12(PP12), .PP13(PP13), .PP14(PP14),
		.PP15(PP15), .PP16(PP16));
	compress_tree compressor (.error_correction(error_correction), .PP0(PP0), .PP1(PP1),
		.PP2(PP2), .PP3(PP3), .PP4(PP4), .PP5(PP5), .PP6(PP6), .PP7(PP7), .PP8(PP8),
		.PP9(PP9), .PP10(PP10), .PP11(PP11), .PP12(PP12), .PP13(PP13), .PP14(PP14),
		.PP15(PP15), .PP16(PP16), .C(C), .S(S));
	variable_ksa adder (.A({C[62:0],1'b0}), .B(S[63:0]), .S(product));	
endmodule
module variable_ksa(A,B,S);
	input	[64 - 1:0]	A;
	input	[64 - 1:0]	B;
	output	[64:0]		S;
	wire	[64 / 1:0]		cin;
	wire	[64 / 1 * 2 - 1:0]	q;
	assign cin[0] = 1'b0;
	generate
	genvar i;
	for(i = 0;i < 64 / 1;i = i + 1) begin: parallel_FA_CLA_prefix
		group_q_generation #(.Groupsize(1))
		f(.a(A[1 * (i + 1) - 1:1 * i]),
		  .b(B[1 * (i + 1) - 1:1 * i]),
		  .cin(cin[i]),
		  .s(S[1 * (i + 1) - 1:1 * i]),
		  .qg(q[i * 2 + 1:i * 2]));
	end
	endgenerate
	parallel_prefix_tree #(.Treesize(64 / 1))
	main(.q(q[64 / 1 * 2 - 1:0]),
		 .cin(cin[64 / 1:1]));
	assign S[64] = cin[64 / 1];
endmodule
module parallel_prefix_tree #(parameter Treesize = 64 / 1)(q,cin);
	input	[Treesize * 2 - 1:0]	q;
	output	[Treesize - 1:0]	cin;
	wire	[Treesize * 2 * ($clog2(Treesize) + 1) - 1:0]	r_temp;
	wire	[Treesize * 2 - 1:0]				r;
	assign r_temp[Treesize * 2 - 1:0] = q;
	generate
	genvar i,j;
	for(i = 0;i < $clog2(Treesize);i = i + 1) begin: tree_level
		assign r_temp[Treesize * 2 * (i + 1) + (2 ** i) * 2 - 1:Treesize * 2 * (i + 1)] = r_temp[Treesize * 2 * i + (2 ** i) * 2 - 1:Treesize * 2 * i];
		for(j = 2 ** i;j < Treesize;j = j + 1) begin: prefix_logic_group		
			prefix_logic f(.ql(r_temp[Treesize * 2 * i + (j - 2 ** i) * 2 + 1:Treesize * 2 * i + (j - 2 ** i) * 2]),
						   .qh(r_temp[Treesize * 2 * i + j * 2 + 1:Treesize * 2 * i + j * 2]),
						   .r(r_temp[Treesize * 2 * (i + 1) + j * 2 + 1:Treesize * 2 * (i + 1) + j * 2]));
		end
	end
	assign r = r_temp[Treesize * 2 * ($clog2(Treesize) + 1) - 1:Treesize * 2 * $clog2(Treesize)];
	for(i = 0;i < Treesize;i = i + 1) begin: cin_generation
		cin_generation_logic f(.r(r[2 * i + 1:2 * i]),
							   .c0(1'b0),
							   .cin(cin[i]));
	end
	endgenerate
endmodule
module group_q_generation #(parameter Groupsize = 1)(a,b,cin,s,qg);
	input	[Groupsize - 1:0]	a;
	input	[Groupsize - 1:0]	b;
	input				cin;
	output	[Groupsize - 1:0]	s;
	output	[1:0]			qg;
	wire	[2 * Groupsize - 1:0]	q;
	wire	[Groupsize - 1:0]	c;
	assign c[0] = cin;
	generate
	genvar i;
	for(i = 0;i < Groupsize;i = i + 1) begin: parallel_FA_CLA_prefix
		FA_CLA_prefix f(.a(a[i]),
						.b(b[i]),
						.cin(c[i]),
						.s(s[i]),
						.q(q[i * 2 + 1:i * 2]));
		if(i != Groupsize - 1)begin: special_case
			assign c[i + 1] = q[i * 2 + 1] | q[i * 2] & c[i];
		end
	end
	if(Groupsize == 1) begin: case_gs1
		assign qg[1] = q[1];
		assign qg[0] = q[0];
	end
	else if(Groupsize == 2) begin: case_gs2
		assign qg[1] = q[3] | (q[1] & q[2]);
		assign qg[0] = q[2] & q[0];
	end
	else if(Groupsize == 4) begin: case_gs4
		assign qg[1] = q[7] | (q[5] & q[6]) | (q[3] & q[6] & q[4]) | (q[1] & q[6] & q[4] & q[2]);
		assign qg[0] = q[6] & q[4] & q[2] & q[0];
	end
	else if(Groupsize == 8) begin: case_gs8
		assign qg[1] = q[15] | (q[13] & q[14]) | (q[11] & q[14] & q[12]) | (q[9] & q[14] & q[12] & q[10]) | (q[7] & q[14] & q[12] & q[10] & q[8]) | (q[5] & q[14] & q[12] & q[10] & q[8] & q[6]) | (q[3] & q[14] & q[12] & q[10] & q[8] & q[6] & q[4]) | (q[1] & q[14] & q[12] & q[10] & q[8] & q[6] & q[4] & q[2]);
		assign qg[0] = q[14] & q[12] & q[10] & q[8] & q[6] & q[4] & q[2] & q[0];
	end
	endgenerate
endmodule
module cin_generation_logic(r,c0,cin);
	input	[1:0]	r;
	input		c0;
	output		cin;
	assign cin = (r[0] & c0) | r[1];
endmodule
module prefix_logic(ql,qh,r);
	input	[1:0]	ql;
	input	[1:0]	qh;
	output	[1:0]	r;
	assign r[0] = qh[0] & ql[0];
	assign r[1] = (qh[0] & ql[1]) | qh[1];
endmodule
module FA_CLA_prefix(a,b,cin,s,q);
	input 		a;
	input 		b;
	input 		cin;
	output 		s;
	output	[1:0]	q;
	assign q[0] = a ^ b;
	assign s = q[0] ^ cin;
	assign q[1] = a & b;
endmodule
==> flow/run.sh <==
#!/bin/bash
# OpenROAD 26Q1-2900-gdf79404cd8, Yosys 0.63+post, stock flow scripts
make -C /OpenROAD-flow-scripts/flow DESIGN_CONFIG=/design/flow/config.mk WORK_HOME=/design/flow/orfs finish
==> results.toml <==
# flow metrics
[place]
gp_congestion = 0.979
place_inst = 6443
io_buffers = 129
dpl_cell_area_um2 = 41200
dpl.hpwl_um = 109000

[die]
fp-row-count = 116
fp_util = 0.405
die_h_um = 321
chipArea_um2 = 103000
core_area_um2 = 100000
dieWidth_um = 321
ioPinCount = 129

[worst_setup_path]
worstPathRequired_ns = 21.92
cp-start-kind = "input port"
path_delay_family = "adder cells"
crit_end = "product[59]"
path_buffers = 7
worst-path-stages = 25
crit_path_start = "multiplier[11]"
crit_top_cell = "fa_1"
worstSetupPathType = "input port to primary output"
max_stage_delay_ns = 0.65
cp_max_fo = 70
crit_slowest_cell = "buf_4"
endpoint_kind = "primary output"
critPathArrivalTime_ns = 14.52

[global_route]
grt_pass1_vias = 37600
grt-ovfl-total = 0
grt_usage = 0.303
grt_max_degree = 84
antenna_found_initial = 3
grt_pass1_wl_um = 233000

[final_timing]
finalSetupTns_ns = 0
period_used_share = 0.730
slew_headroom = 0.432
tightest_slew_ns = 0.851
min_period_ns = 20.00
setup_viol = 0
max_freq_mhz = 50.0
rsz0062_at_grt = "no"
slew_violations = 0
finalHoldViolCount = 0

[worst_hold_path]
holdCritPathClass = "input port to primary output"

[clocking]
cts_hold_buf = 0
post-cts-setup-buffers = 0
cts_resized = 0

[logic_synthesis]
syn_area_per_cell_um2 = 7.23
synth_cell_type_count = 65
seq_area_frac_synth = 0
ys_chip_area_um2 = 40600
ys_warn_count = 0
synthCells = 5613
ys_cells = 5613
synth_area_um2 = 40600

[finish]
final_cell_count_no_fill = 6445
syn2layout_area_growth_pct = 1.36
seq_cells = 0
drive_above_1_share = 0.0446
fill_cells = 10300
final_area_um2 = 41200
seq_area_um2 = 0
nClkBuffers = 0
logic_area_um2 = 35000
final_common_cell = "inv_1"
layout_top_cells = "640 x inv_1, 553 x nand2_1, 545 x fa_1"

[detailed_routing]
final_antenna_net_count = 0
drc_errors = 0
routed_wl_um = 150000
viasPerCell = 6.23
num_vias = 40100
drtIter0Drc = 3946
routedWlPerCell_um = 23.3
drt_pass1_iterations = 8

[run]
tool_warnings = 33
drv_cap = 0

[outcome]
status = "complete, no violations"
-- layer usage --
metal | vias up | track usage | share of wire
met4 | 4 | 0.141 | 0.057
met2 | 1822 | 0.465 | 0.46
met5 | - | 0 | 0.00017
met3 | 303 | 0.0684 | 0.088
li1 | 18500 | - | -
met1 | 19500 | 0.414 | 0.39
-- worst min path at each step --
| stage | from | to | slack, ns | depth (start not counted) |
|---|---|---|---|---|
| after CTS | multiplicand[0] | product[0] | 11.93 | 4 |
| after global routing | multiplicand[0] | product[0] | 11.96 | 4 |
| final | multiplicand[0] | product[0] | 11.93 | 4 |
-- logic make-up (layout without fill, tap and decap cells) --
| group | after synthesis | after routing | share of synthesized area |
|---|---|---|---|
| other | 0 | 2 | 0 |
| adder cells (fa/ha/maj) | 952 | 952 | 0.375 |
| AND-OR/OR-AND | 1865 | 1865 | 0.313 |
| AND/OR/NAND/NOR | 1212 | 1212 | 0.141 |
| multiplexers | 12 | 12 | 0.00320 |
| XOR/XNOR | 131 | 131 | 0.0283 |
| buffers and inverters | 1441 | 914 | 0.139 |
-- cell type report --
type	count	area share
timing repair buffer	269	0.0502
multi-input combinational	4172	0.850
antenna	2	0.000122
inverter	645	0.0588
tap	1357	0.0413
-- cells in the mapped netlist, drive strengths merged, types with 5 or more instances --
master  instances  area [um^2]
nor2b         256         1600
a31oi           6         37.5
o31ai          25          188
clkbuf        594         2230
xor2           75          657
o21bai         12         90.1
a21oi         370         1850
nand3          35          175
nor2          191          717
o311a         225         2250
a22oi         183         1370
nand4           8         50.1
and2           66          413
o221ai         56          497
ha            105         1310
o21a           15          113
and3           14         87.6
a21o           50          375
fa            545        10900
buf           202         1010
nor3b          33          248
nand2         553         2080
nor3           19          100
o21ai         261         1310
nand2b         16          100
xnor2          56          490
inv           643         2410
o22ai         355         2220
or2             5         31.3
mux2            8         90.1
a221oi         40          350
a211oi        229         1720
a211o           5         43.8
maj3          302         3020
o211ai         10         75.1
-- metrics by stage --
step,setup slack (ns),hold slack (ns),util
CTS,7.51,11.93,0.410
finish,7.40,11.93,0.410
global placement,7.58,11.92,0.410
detailed placement,7.55,11.93,0.410
floorplan,8.70,11.16,-
global route,6.88,11.96,0.410
