$ cat ./config.mk
export PLATFORM = sky130hd
export DESIGN_NAME = kogge_stone_adder
export DESIGN_NICKNAME = kogge_stone_adder
export VERILOG_FILES = /design/flow/design.v
export SDC_FILE = /design/flow/constraint.sdc
export NUM_CORES = 4
export LEC_CHECK = 1
export CORE_UTILIZATION = 40
export SYNTH_HDL_FRONTEND = slang
$ cat ./constraint.sdc
current_design kogge_stone_adder

set clk_period 2.0
set clk_io_pct 0.2

create_clock -name clk0 -period $clk_period

set non_clock_inputs [all_inputs -no_clocks]
set_input_delay [expr $clk_period * $clk_io_pct] -clock clk0 $non_clock_inputs
set_output_delay [expr $clk_period * $clk_io_pct] -clock clk0 [all_outputs]
$ cat ./design.v
`timescale 1ns / 1ps
module carry_gen (
	input wire Pi, Gi, Gki,
	output wire G
);
	wire w1;
	and (w1, Pi, Gki);
	or (G, w1, Gi);
endmodule
`timescale 1ns / 1ps
module carry_prop (
	input wire Pi, Pki,
	output wire P
);
	and (P, Pi, Pki);
endmodule
`timescale 1ns / 1ps
module dot_ops (
	input wire Pi, Gi, Pki, Gki,
	output wire P, G
);
	carry_gen CG (.Pi(Pi), .Gi(Gi), .Gki(Gki), .G(G));
	carry_prop CP (.Pi(Pi), .Pki(Pki), .P(P));
endmodule
module Entry (
	input Ai, Bi,
	output Pi, Gi	
);
	xor (Pi, Ai, Bi);
	and (Gi, Ai, Bi);
endmodule
`timescale 1ns / 1ps
module kogge_stone_adder (
	input wire [63:0] A, B,
	input wire Ci,
	output wire [63:0] S
);
	wire [63:0] P0, P1, P2, P3, P4, P5;
	wire [63:0] G0, G1, G2, G3, G4, G5, G6;
	genvar i;
	generate
		for (i = 0; i < 64; i = i + 1) begin: Layer_0
            Entry E (.Ai(A[i]), .Bi (B[i]), .Pi(P0[i]), .Gi(G0[i]));
		end
	endgenerate
	generate
		for (i = 0; i < 64; i = i + 1) begin: Layer_1
			if (i==0) begin
				carry_gen CG1 (.Pi(P0[i]), .Gi(G0[i]), .Gki(Ci), .G(G1[i]));
			end
			else begin 
				dot_ops DO1 (.Pi(P0[i]), .Gi(G0[i]), .Pki(P0[i-1]), .Gki(G0[i-1]), .P(P1[i]), .G(G1[i]));
			end
		end
	endgenerate
	generate
		for (i = 1; i < 64; i = i + 1) begin: Layer_2
			if (i==1) begin
				carry_gen CG2 (.Pi(P1[i]), .Gi(G1[i]), .Gki(Ci), .G(G2[i]));
			end
			else if (i==2) begin 
				carry_gen CG2 (.Pi(P1[i]), .Gi(G1[i]), .Gki(G1[i-2]), .G(G2[i]));
			end
			else begin 
				dot_ops DO2 (.Pi(P1[i]), .Gi(G1[i]), .Pki(P1[i-2]), .Gki(G1[i-2]), .P(P2[i]), .G(G2[i]));
			end
		end
	endgenerate
	generate
		for (i = 3; i < 64; i = i + 1) begin: Layer_3
			if (i==3) begin
				carry_gen CG3 (.Pi(P2[i]), .Gi(G2[i]), .Gki(Ci), .G(G3[i]));
			end
			else if (i==4) begin 
				carry_gen CG3 (.Pi(P2[i]), .Gi(G2[i]), .Gki(G1[i-4]), .G(G3[i]));
			end
			else if (i==5 || 6) begin 
				carry_gen CG3 (.Pi(P2[i]), .Gi(G2[i]), .Gki(G2[i-4]), .G(G3[i]));
			end
			else begin 
				dot_ops DO3 (.Pi(P2[i]), .Gi(G2[i]), .Pki(P2[i-4]), .Gki(G2[i-4]), .P(P3[i]), .G(G3[i]));
			end
		end
	endgenerate
	generate
		for (i = 7; i < 64; i = i + 1) begin: Layer_4
			if (i==7) begin
				carry_gen CG4 (.Pi(P3[i]), .Gi(G3[i]), .Gki(Ci), .G(G4[i]));
			end
			else if (i==8) begin 
				carry_gen CG4 (.Pi(P3[i]), .Gi(G3[i]), .Gki(G1[i-8]), .G(G4[i]));
			end
			else if (i==9 || 10 ) begin 
				carry_gen CG4 (.Pi(P3[i]), .Gi(G3[i]), .Gki(G2[i-8]), .G(G4[i]));
			end
			else if (i==11 || 12 || 13 || 14) begin 
				carry_gen CG4 (.Pi(P3[i]), .Gi(G3[i]), .Gki(G3[i-8]), .G(G4[i]));
			end
 			else begin 
 				dot_ops DO4 (.Pi(P3[i]), .Gi(G3[i]), .Pki(P3[i-8]), .Gki(G3[i-8]), .P(P4[i]), .G(G4[i]));
 			end
		end
	endgenerate
 	generate
 		for (i = 15; i < 64; i = i + 1) begin: Layer_5
 			if (i==15) begin
 				carry_gen CG5 (.Pi(P4[i]), .Gi(G4[i]), .Gki(Ci), .G(G5[i]));
 			end
 			else if (i==16) begin 
 				carry_gen CG5 (.Pi(P4[i]), .Gi(G4[i]), .Gki(G1[i-16]), .G(G5[i]));
 			end
 			else if (i==17 || 18) begin 
 				carry_gen CG5 (.Pi(P4[i]), .Gi(G4[i]), .Gki(G2[i-16]), .G(G5[i]));
 			end
 			else if (i==19 || 20 || 21 || 22) begin 
 				carry_gen CG5 (.Pi(P4[i]), .Gi(G4[i]), .Gki(G3[i-16]), .G(G5[i]));
 			end
 			else if (i==23 || 24 || 25 || 26 || 27 || 28 || 29 || 30) begin 
 				carry_gen CG5 (.Pi(P4[i]), .Gi(G4[i]), .Gki(G4[i-16]), .G(G5[i]));
 			end
 			else begin 
 				dot_ops DO5 (.Pi(P4[i]), .Gi(G4[i]), .Pki(P4[i-16]), .Gki(G4[i-16]), .P(P5[i]), .G(G5[i]));
 			end
 		end
 	endgenerate
 	generate
 		for (i = 31; i < 64; i = i + 1) begin: Layer_6
 			if (i==31) begin
 				carry_gen CG6 (.Pi(P5[i]), .Gi(G5[i]), .Gki(Ci), .G(G6[i]));
 			end
 			else if (i==32) begin 
 				carry_gen CG6 (.Pi(P5[i]), .Gi(G5[i]), .Gki(G1[i-32]), .G(G6[i]));
 			end
 			else if (i==33 || 34) begin 
 				carry_gen CG6 (.Pi(P5[i]), .Gi(G5[i]), .Gki(G2[i-32]), .G(G6[i]));
 			end
 			else if (i==35 || 36 || 37 || 38) begin 
 				carry_gen CG6 (.Pi(P5[i]), .Gi(G5[i]), .Gki(G3[i-32]), .G(G6[i]));
 			end
 			else if (i==39 || 40 || 41 || 42 || 43 || 44 || 45 || 46) begin 
 				carry_gen CG6 (.Pi(P5[i]), .Gi(G5[i]), .Gki(G4[i-32]), .G(G6[i]));
 			end
 			else begin 
				carry_gen CG6 (.Pi(P5[i]), .Gi(G5[i]), .Gki(G5[i-32]), .G(G6[i]));
 			end
 		end
 	endgenerate
	sum S0  (.Pi(P0[0]),  .Gki(Ci),    .Si(S[0]));
	sum S1  (.Pi(P0[1]),  .Gki(G1[0]), .Si(S[1]));
	sum S2  (.Pi(P0[2]),  .Gki(G2[1]), .Si(S[2]));
	sum S3  (.Pi(P0[3]),  .Gki(G2[2]), .Si(S[3]));
	sum S4  (.Pi(P0[4]),  .Gki(G3[3]), .Si(S[4]));
	sum S5  (.Pi(P0[5]),  .Gki(G3[4]), .Si(S[5]));
	sum S6  (.Pi(P0[6]),  .Gki(G3[5]), .Si(S[6]));
	sum S7  (.Pi(P0[7]),  .Gki(G3[6]), .Si(S[7]));
	generate
		for (i = 8; i < 16; i = i + 1) begin: add_4
				sum S4 (.Pi(P0[i]), .Gki(G4[i-1]), .Si(S[i]));
		end
	endgenerate
	generate
		for (i = 16; i < 32; i = i + 1) begin: add_5
				sum S4 (.Pi(P0[i]), .Gki(G5[i-1]), .Si(S[i]));
		end
	endgenerate
	generate
		for (i = 32; i < 64; i = i + 1) begin: add_6
				sum S4 (.Pi(P0[i]), .Gki(G6[i-1]), .Si(S[i]));
		end
	endgenerate
endmodule
`timescale 1ns / 1ps
module sum (
	input wire Pi, Gki,
	output wire Si	
);
	wire w1;
	xor (Si, Pi, Gki);
endmodule
$ cat ./run.sh
#!/bin/bash
# OpenROAD 26Q1-2900-gdf79404cd8, Yosys 0.63+post, stock flow scripts
make -C /OpenROAD-flow-scripts/flow DESIGN_CONFIG=/design/flow/config.mk WORK_HOME=/design/flow/orfs finish
==> qor.txt <==
Hpwl dp - 9689 um
First Err - [ERROR DPL-0036] Detailed placement failed.
Synthesized instance count - 503
FP Util - 41.85%
Die outline width - 95.19 um
Synth cell types - 34
Boundary Pins - 193
Synth warn - 136
Placed insts - 860
Status - did not finish
Cts hold-fix bufs - 0
Gpl congestion - 0.9395
Port Buffers - 193
Number of cells in Yosys stat - 503
Avg Inst Size Synth - 6.905 um^2
Register share after synthesis - 0%
Resized Gates After CTS - 1202
Last stage - clock tree synthesis
Row count - 33
Yosys stat area - 3473 um^2
Post-CTS Setup Inserts - 128
Synth Cell Area - 3473 um^2
DIE HEIGHT - 95.19 um
Post-Place Cell Area - 6030 um^2
through the flow:
| stage | utilization (%) | worst slack (ps) |
|---|---|---|
| after floorplan | - | 4.839 |
| after detailed placement | 72.65 | -952.1 |
| after global placement | 72.65 | -994.3 |
synth_stat cells, drive strengths merged:
| library cell | number | area, um^2 |
|---|---|---|
| o211ai | 2 | 15.01 |
| nor2 | 16 | 60.06 |
| clkbuf | 3 | 13.76 |
| a41oi | 19 | 166.4 |
| nand3 | 1 | 5.000 |
| nand4 | 1 | 6.260 |
| nor3 | 2 | 10.01 |
| xnor2 | 51 | 446.7 |
| o21ai | 66 | 330.3 |
| and3 | 5 | 31.28 |
| a2111oi | 1 | 8.760 |
| and2 | 12 | 75.07 |
| a311oi | 1 | 8.760 |
| a21o | 3 | 22.52 |
| nand3b | 1 | 7.510 |
| buf | 66 | 496.7 |
| a221oi | 2 | 23.77 |
| fa | 1 | 20.02 |
| o21bai | 2 | 15.01 |
| ha | 63 | 788.3 |
| inv | 10 | 37.54 |
| a21boi | 4 | 30.03 |
| a21oi | 75 | 379.1 |
| a31oi | 17 | 106.4 |
| or3 | 2 | 12.51 |
| nor2b | 3 | 18.77 |
| xor2 | 12 | 105.1 |
| nand2 | 62 | 232.7 |
logic make-up after synthesis:
| group | count (synthesis) | share of synthesized area [%] |
|---|---|---|
| buf+inv | 79 | 15.78 |
| compound gates | 192 | 31.84 |
| fa+ha+maj | 64 | 23.27 |
| simple gates | 105 | 13.22 |
| xor+xnor | 63 | 15.89 |
