==> flow/design.v <==
module bram (
    input clk, 
    input [7:0] i_addr,
    input [31:0] i_data,
    input [7:0] o_addr,
    input write,
    input read, 
    output reg [31:0] o_read
);
    reg [31:0] ram [255:0];
    always @(posedge clk) begin
        if (write == 1'b1) begin
            ram[i_addr] <= i_data;
        end
        if (read == 1'b1) begin 
            o_read <= ram[o_addr];
        end
    end
endmodule
==> flow/run.sh <==
#!/bin/bash
# OpenROAD 26Q1-2900-gdf79404cd8, Yosys 0.63+post, stock flow scripts
make -C /OpenROAD-flow-scripts/flow DESIGN_CONFIG=/design/flow/config.mk WORK_HOME=/design/flow/orfs finish
==> flow/config.mk <==
export PLATFORM = sky130hd
export DESIGN_NAME = bram
export DESIGN_NICKNAME = bram
export VERILOG_FILES = /design/flow/design.v
export SDC_FILE = /design/flow/constraint.sdc
export NUM_CORES = 4
export LEC_CHECK = 1
export CORE_UTILIZATION = 40
export SYNTH_HDL_FRONTEND = slang
export SYNTH_MEMORY_MAX_BITS = 65536
==> flow/constraint.sdc <==
current_design bram

set clk_period 24.1
set clk_io_pct 0.2

create_clock -name clk0 -period $clk_period [get_ports {clk}]

set non_clock_inputs [all_inputs -no_clocks]
set_input_delay [expr $clk_period * $clk_io_pct] -clock clk0 $non_clock_inputs
set_output_delay [expr $clk_period * $clk_io_pct] -clock clk0 [all_outputs]
==> impl_metrics.json <==
{
  "required_ps": 25140,
  "synth.top_cell.area_share": 0.782,
  "max_freq_mhz": 92.4,
  "top_area_cell": "edfxtp_1",
  "vias_per_cell": 5.85,
  "drc": 0,
  "violations": "capacitance limit, slew limit",
  "holdPathStages": 5,
  "avgSynthCellArea_sq_um": 21.9,
  "r2r-end": "o_read[24]",
  "outcome": "complete, but fails checks",
  "row_count": 326,
  "grtUsageTotal": 0.267,
  "die_w_um": 891,
  "syn_to_final_growth_pct": 13.6,
  "r2r_slack_ps": 20360,
  "drtPass1Iterations": 8,
  "reg2reg_depth": 8,
  "clock_path_buffers": 4,
  "cts_resized": 0,
  "grt_setup_unrepaired": "false",
  "cts_buffers": 780,
  "routed_wirelength_um": 965000,
  "ys_seq_frac": 0.782,
  "ir_worst_vdd_uv": 78.8,
  "drv_slew": 21,
  "grt_max_degree": 114,
  "holdPathEnd": "o_read[27]",
  "min_period_over_period": 0.449,
  "cp_max_fo": 85,
  "grt_pass1_vias": 166219,
  "tightestPinTransition_ps": 1680,
  "yosys_warnings": 0,
  "ys.flops": 8224,
  "yosys-stat-cells": 14435,
  "worstSkewPairLatency_ps": 1200,
  "cts_tree": "yes",
  "cts_max_level": 6,
  "criticalPathCategory": "primary input to flop",
  "reg2reg_from": "ram[233][24]",
  "pin_count": 83,
  "powerDensity_nw_per_um2": 80.8,
  "clockRootBuffer": "clkbuf_16",
  "layout-drive-gt1-share": 0.251,
  "hp-class": "flop to flop",
  "num_vias": 155816,
  "area_leaders": "edfxtp_1, mux4_2, mux2i_1, o221ai_1, a21oi_1",
  "syn_area_sq_um": 316000,
  "async_reset_ff_frac": 0,
  "coreArea_sq_um": 788000,
  "yosysChipArea_sq_um": 316000,
  "numPlacedInstances": 25092,
  "maxCapViolCount": 2,
  "avgRoutedWirePerCell_um": 36.2,
  "ant_nets": 0,
  "fin_skew_ps": 82.1,
  "grt_pass1_wl_um": 1330000,
  "enable_flop_cells": 8224,
  "antenna_found_initial": 83,
  "grt_overflow_total": 0,
  "setup_viol": 0,
  "p_leak_nw": 112,
  "cp-start-kind": "primary input",
  "dieHeight_um": 891,
  "synth.most_common_cell": "edfxtp_1",
  "cts_hold_buf": 0,
  "die-area_sq_um": 794000,
  "postCtsSetupBuffers": 0,
  "cts.sinks": 8224,
  "final.min_clock_period_ps": 10820,
  "port_buffers": 82,
  "syn_inst": 14435,
  "dp_hpwl_um": 587000,
  "endpoint_kind": "flop",
  "hold_path_startpoint": "ram[134][27]",
  "tool_warnings": 36,
  "arrival_ps": 11870,
  "fp_util": 0.401,
  "routabilityCongestion": 0.984,
  "clkTransAtPathRegs_ps": 60,
  "tns_ps": 0,
  "synth_cell_type_count": 61,
  "instances_no_fill": 26617,
  "ys_top_cells_by_count": "edfxtp_1, mux4_2, mux2i_1",
  "hold_violations": 0,
  "ff_type": "edfxtp_1",
  "dr.first_iter.drc_count": 11335,
  "relSlewSlack": -0.122
}
metrics by stage:
step	setup slack, ps	utilization	hold WS [ps]	power, mW	cell area (sq um)
after floorplan	16420	-	934	16.8	316000
after global placement	11140	0.425	1090	17.6	335000
after detailed placement	12210	0.425	1080	17.6	335000
after CTS	13470	0.455	1120	29.1	359000
after global routing	12930	0.456	1140	29.7	359000
final	13280	0.456	1110	29.0	359000
state kept, by name, indices dropped and copies added (netlist names):
| signal | cells |
|---|---|
| o_read | 32 |
| ram | 8192 |
area by class of cell:
cell class	instances	area [sq um]
well taps	10496	13100
multi-input cells	5307	66300
clock inverters	398	3130
inverters	27	116
flip-flops and latches	8224	247000
repair buffers	1040	8430
diodes	121	303
fillers	64082	429000
clock buffers	1004	20600
worst max-delay path: stages:
cell and delay, ps:
buf_16 320, buf_4 590, buf_4 550, buf_12 610
buf_4 560, buf_4 670, buf_4 600, mux2i_1 160
o22ai_1 180, a2111oi_0 120, a21oi_1 500, buf_4 270
nand4_1 540, nor2_1 820, and4bb_1 270
where the power goes:
part           switching [mW]  internal (mW)  leakage (nW)
clock                    5.25           6.39          11.5
combinational            1.07          0.483          26.8
sequential             0.0315           15.8          73.9
logic make-up (layout without fill, tap and decap cells):
kind of cell / count (synthesis) / in the layout / synth area share
AND-OR/OR-AND: 1422 / 1422 / 0.0326
buffers and inverters: 904 / 2469 / 0.0168
flip-flops: 8224 / 8224 / 0.782
multiplexers: 2877 / 2877 / 0.153
other: 0 / 121 / 0
AND/OR/NAND/NOR: 1008 / 1008 / 0.0162
how the worst max path moves through the flow:
stage         start    endpoint  slack (ps)  cells after the start
4_1_cts   o_addr[0]  o_read[19]       13470                     15
6_report  o_addr[0]  o_read[10]       13280                     15
5_1_grt   o_addr[0]  o_read[10]       12930                     15
placed cells by master, fill, tap and decap left out, drive strengths merged, types with 20 or more instances in the layout:
master	instances
edfxtp	8224
mux4	1544
mux2i	1234
clkbuf	1006
buf	995
o221ai	383
nor2	383
clkinv	331
a21oi	313
o22ai	181
nor3	139
a22oi	131
diode	121
mux2	99
a221oi	97
nand3	85
a211oi	74
nand4	67
a2111oi	67
nand2	63
nor2b	59
nand2b	53
o21ai	50
inv	48
nor4	44
clkdlybuf4s50	43
bufinv	36
o211ai	35
or3	28
a311oi	26
or4	25
a22o	22
or2	20
routing by layer:
layer | routed length, um | part of all wire | GRT usage | up-vias
met5 | 5220 | 0.0054 | 0.0515 | -
met4 | 56700 | 0.059 | 0.115 | 115
met3 | 202000 | 0.21 | 0.245 | 1920
met2 | 426000 | 0.44 | 0.364 | 11336
met1 | 274000 | 0.28 | 0.283 | 78841
li1 | - | - | - | 63604
Power figures rest on the tool's default switching activity, not on a simulated workload.
